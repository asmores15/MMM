File: flow/run.sh
#!/bin/bash
# OpenROAD 26Q1-2900-gdf79404cd8, Yosys 0.63+post, stock flow scripts
make -C /OpenROAD-flow-scripts/flow DESIGN_CONFIG=/design/flow/config.mk WORK_HOME=/design/flow/orfs finish
File: flow/config.mk
export PLATFORM = sky130hd
export DESIGN_NAME = adder
export DESIGN_NICKNAME = adder
export VERILOG_FILES = /design/flow/design.v
export SDC_FILE = /design/flow/constraint.sdc
export NUM_CORES = 4
export LEC_CHECK = 1
export CORE_UTILIZATION = 40
File: flow/constraint.sdc
current_design adder

set clk_period 26.4
set clk_io_pct 0.2

create_clock -name clk0 -period $clk_period

set non_clock_inputs [all_inputs -no_clocks]
set_input_delay [expr $clk_period * $clk_io_pct] -clock clk0 $non_clock_inputs
set_output_delay [expr $clk_period * $clk_io_pct] -clock clk0 [all_outputs]
File: flow/design.v
module adder(par_sum, mult_prod, sum_out);
parameter DATA_WIDTH = 16;
parameter EXPONENT = 5;
parameter MANTISSA = 10;
input [DATA_WIDTH-1:0] par_sum;
input [DATA_WIDTH-1:0] mult_prod;
output [DATA_WIDTH-1:0] sum_out;
wire exp_exception;
wire zero_exception;
wire sign_check;
wire addsub;
wire swap;
wire [DATA_WIDTH-1:0] a;
wire [DATA_WIDTH-1:0] b;
wire [DATA_WIDTH-1:0] sum;
wire [EXPONENT-1:0] exp_a;
wire [EXPONENT-1:0] exp_b;
wire [EXPONENT-1:0] exp_diff;
wire [MANTISSA:0] mantissa_a;
wire [MANTISSA:0] mantissa_b;
wire [MANTISSA:0] mantissa_align;
wire [MANTISSA:0] twos_comp;
wire [MANTISSA+2:0] mantissa_add;
wire [MANTISSA+1:0] mantissa_sub;
wire [DATA_WIDTH-2:0] normalized;
reg [DATA_WIDTH-1:0] sum_out;
normalizer norm_add({exp_a, mantissa_sub}, normalized);
assign exp_exception = (&par_sum[14:10]) | (&mult_prod[14:10]);
assign {swap, a, b} = (par_sum[14:0] < mult_prod[14:0]) ? {1'b1, mult_prod, par_sum} : {1'b0, par_sum, mult_prod};
assign sign_check = (a[15] ^ b[15]) ? 1'b1 : 1'b0;
assign zero_exception = sign_check ? (a[14:0] == b[14:0] ? 1'b1 : 1'b0) : 1'b0;
assign addsub = sign_check ? 1'b1 : 1'b0;
assign sum[15] = addsub ? (swap ? ~b[15] : a[15]) : a[15];
assign exp_a = a[14:10];
assign exp_b = b[14:10];
assign mantissa_a = (|a[14:10]) ? {1'b1, a[9:0]} : {1'b0, a[9:0]};
assign mantissa_b = (|b[14:10]) ? {1'b1, b[9:0]} : {1'b0, b[9:0]};
assign exp_diff = exp_a - exp_b;
assign mantissa_align = mantissa_b >> exp_diff;
assign mantissa_add = addsub ? 12'b0 : (mantissa_a + mantissa_align);
assign sum[14:10] = mantissa_add[11] ? (1'b1 + exp_a) : exp_a;
assign sum[9:0] = mantissa_add[11] ? mantissa_add[10:1] : mantissa_add[9:0];
assign twos_comp = addsub ? ~(mantissa_align) + 11'b00000000001 : 11'b0;
assign mantissa_sub = addsub ? (mantissa_a + twos_comp) : 12'b0;
assign sum_out = (exp_exception | zero_exception) ? 16'b0 : (addsub ? {sum[15], normalized} : sum);
endmodule
module normalizer(unnorm, norm);
parameter DATA_WIDTH = 16;
parameter EXP_WIDTH = 5;
parameter MANT_WIDTH = 10;
input [DATA_WIDTH:0] unnorm;
output [DATA_WIDTH-2:0] norm;
wire [EXP_WIDTH-1:0] exp;
reg [EXP_WIDTH-1:0] exp_inc;
wire [MANT_WIDTH+1:0] mantissa;
reg [MANT_WIDTH+1:0] mantissa_shift;
reg [DATA_WIDTH-2:0] norm;
assign exp = unnorm[16:12];
assign mantissa = unnorm[11:0];
always @ (*)
begin
  casex (mantissa)
    12'b1_1xxxxxxxxxx: 
	 begin
	   mantissa_shift = mantissa;
		exp_inc = exp;
	 end
	 12'b1_01xxxxxxxxx:
	 begin
	   mantissa_shift = mantissa << 1;
		exp_inc = exp - 1;
	 end
	 12'b1_001xxxxxxxx:
	 begin
	   mantissa_shift = mantissa << 2;
		exp_inc = exp - 2;
	 end
	 12'b1_0001xxxxxxx:
	 begin
	   mantissa_shift = mantissa << 3;
		exp_inc = exp - 3;
	 end
	 12'b1_00001xxxxxx:
	 begin
	   mantissa_shift = mantissa << 4;
		exp_inc = exp - 4;
	 end
	 12'b1_000001xxxxx:
	 begin
	   mantissa_shift = mantissa << 5;
		exp_inc = exp - 5;
	 end
	 12'b1_0000001xxxx:
	 begin
	   mantissa_shift = mantissa << 6;
		exp_inc = exp - 6;
	 end
	 12'b1_00000001xxx:
	 begin
	   mantissa_shift = mantissa << 7;
		exp_inc = exp - 7;
	 end
	 12'b1_000000001xx:
	 begin
	   mantissa_shift = mantissa << 8;
		exp_inc = exp - 8;
	 end
	 12'b1_0000000001x:
	 begin
	   mantissa_shift = mantissa << 9;
		exp_inc = exp - 9;
	 end
	 12'b1_00000000001:
	 begin
	   mantissa_shift = mantissa << 10;
		exp_inc = exp - 10;
	 end
	 default: 
	 begin
	   mantissa_shift = mantissa;  
		exp_inc = exp;
    end
  endcase
  {norm[14:10], norm[9:0]} = {exp_inc, mantissa_shift[9:0]};
end
endmodule
==> impl_metrics.toml <==
# generated from flow reports
[worst_setup_path]
cp_slowest_cell = "ha_1"
path_delay_family = "AND-OR/OR-AND gates"
crit_type = "in -> out"
crit_cells = 35
critPathLaunchType = "input port"
crit_start = "mult_prod[10]"
crit_path_end_kind = "output port"
cpPeakStageDelay_ns = 0.69
worstPathBufferInverterCount = 4
arrival_ns = 15.61
critPathMaxFanout = 18
cp.required_ns = 21.12
path_common_cell = "ha_1"

[global_route]
grt_overflow_total = 0
grt_pass1_wl_um = 25200
grt_use_total_pct = 28.1
grt_pass1_vias = 4826
grt_max_degree = 46
antenna_found_initial = 0

[layout]
lay_top_count = "nand2_1"
final_cell_mix = "nand2_1, nor2_1, ha_1, clkdlybuf4s50_1"
ff_latch_area_um2 = 0
clkbuf_count = 0
combGateArea_um2 = 4100
drive_above_1_share_pct = 5.19
fin_util_pct = 47.6
syn_to_final_growth_pct = 13.6
final_cell_area_um2 = 4980
ff_count = 0
fillerInstances = 1126

[synth]
yosys-stat-area_um2 = 4390
syn_avg_cell_area_um2 = 6.73
ys_types = 84
syn-instance-count = 652
synth_stat.cells = 652
ys_seq_share_pct = 0
syn_area_um2 = 4390
synth_warnings = 2

[sta]
max_slew_margin_pct = 44.9
finalClockPeriodUsage_pct = 79.1
timing.hold.ws_ns = 11.73
rsz0062_at_grt = "false"
period_needed_ns = 20.89
max_freq_mhz = 47.9
slew_violations = 0
setup_tns_ns = 0
finalHoldViolCount = 0
tightest_slew_ns = 0.825
final-setup-viol-count = 0

[floorplanning]
coreArea_um2 = 10500
chipWidth_um = 107
ioPinCount = 48
die_h_um = 107
die_area_um2 = 11400
fp-row-count = 37
fp_util_pct = 41.9

[route]
drc = 0
drt_pass1_iterations = 5
vias = 5079
wirelength_um = 15400
vias_per_cell = 6.26
antenna_left = 0
first_iter_violations = 321
antenna_cells = 0
wire_per_inst_um = 18.9

[status]
status = "finished, final reports clean"

[placed_design]
place_area_um2 = 4980
port_buffers = 48
place_congestion = 0.953
dpl.hpwl_um = 12700

[clocking]
hold_buffers = 0
cts_setup_buffers = 0
ctsResizeCount = 0

[worst_hold_path]
hold_path.class = "in -> out"
hold_start = "par_sum[15]"
holdPathStages = 4

[run]
maxCapViolCount = 0
warning_count = 35

[power_and_ir_drop]
power_density_nw_per_um2 = 63.6
vdd_ir_drop_max_v = 0.0000367
power.leakage_nw = 2.14
power_uw = 317
-- path summary, 6_finish.rpt --
kind | slack, ns | to
worst max-delay path | 5.51 | sum_out[14]
worst min-delay path | 11.73 | sum_out[15]
-- layer usage --
| layer | track usage [%] | share of wire, % |
|---|---|---|
| met1 | 40.1 | 47 |
| met2 | 45.7 | 45 |
| met3 | 3.29 | 6.4 |
| met4 | 5.77 | 1.9 |
| met5 | 0 | 0 |
-- power breakdown --
part	switching [mW]	internal, mW
combinational	0.189	0.127
clock	0	0
sequential	0	0
-- kinds of logic after synthesis --
logic type | synth area share, %
AND/OR/NAND/NOR | 26.6
buffers and inverters | 7.10
XOR/XNOR | 5.76
adder cells (fa/ha/maj) | 15.8
AND-OR/OR-AND | 37.4
multiplexers | 7.36
-- synthesized netlist by cell type (5+ instances only) --
cell type	number	area (µm²)
nand4_1	11	68.8
xnor2_1	21	184
a21oi_1	47	235
o211ai_1	5	37.5
inv_1	45	169
nor3_1	23	115
nand2_1	62	233
a211oi_1	16	120
nand3_1	21	105
nor2b_1	10	62.6
xor2_1	6	52.6
o21ai_1	7	35.0
o21a_1	6	45.0
ha_1	49	613
and3_1	7	43.8
a21o_1	15	113
clkbuf_1	21	78.8
and2_1	5	31.3
nand3b_1	5	37.5
o21ai_0	47	235
buf_2	8	40.0
nor4_1	7	43.8
a31oi_1	10	62.6
a221oi_1	7	61.3
nand2b_1	5	31.3
nor2_1	55	206
mux2i_1	21	210
a22oi_1	6	45.0
-- stage by stage --
step	std cells	setup WS, ns
floorplan	652	8.52
global placement	811	5.88
detailed placement	811	5.65
CTS	811	5.63
global route	811	4.57
finish	811	5.51
-- area by class of cell --
class | count | share of cell area [%]
Timing Repair Buffer | 55 | 10.7
Inverter | 46 | 3.47
Tap cell | 136 | 3.42
Multi-Input combinational cell | 574 | 82.4
Power is estimated from default activity; no workload was simulated.
