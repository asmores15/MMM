===== /design/flow/config.mk =====
export PLATFORM = sky130hd
export DESIGN_NAME = multiplier
export DESIGN_NICKNAME = multiplier
export VERILOG_FILES = /design/flow/design.v
export SDC_FILE = /design/flow/constraint.sdc
export NUM_CORES = 4
export LEC_CHECK = 1
export CORE_UTILIZATION = 30

===== /design/flow/constraint.sdc =====
current_design multiplier

set clk_period 21.4
set clk_io_pct 0.2

create_clock -name clk0 -period $clk_period

set non_clock_inputs [all_inputs -no_clocks]
set_input_delay [expr $clk_period * $clk_io_pct] -clock clk0 $non_clock_inputs
set_output_delay [expr $clk_period * $clk_io_pct] -clock clk0 [all_outputs]

===== /design/flow/design.v =====
module multiplier(weight, multiplicand, product);
parameter DATA_WIDTH = 16;
parameter EXPONENT = 5;
parameter MANTISSA = 10;
input [DATA_WIDTH-1:0] weight;
input [DATA_WIDTH-1:0] multiplicand;
output [DATA_WIDTH-1:0] product;
wire sign;
wire normalized;
wire mantissa_round;
wire [DATA_WIDTH-1:0] a;
wire [DATA_WIDTH-1:0] b;
wire [EXPONENT-1:0] exp_a;
wire [EXPONENT-1:0] exp_b;
wire [EXPONENT:0] exp_add;
wire [EXPONENT:0] exp_unbias;
wire [MANTISSA:0] mantissa_a;
wire [MANTISSA:0] mantissa_b;
wire [21:0] mantissa_norm;
wire [21:0] mantissa_mult;
wire [MANTISSA-1:0] prod_final;
reg [DATA_WIDTH-1:0] product;
assign {a, b} = {weight, multiplicand};
assign sign = (weight[15] ^ multiplicand[15]);
assign {exp_a, exp_b} = {weight[14:10], multiplicand[14:10]};
assign mantissa_a = (|a[14:10]) ? {1'b1, a[9:0]} : {1'b0, a[9:0]};
assign mantissa_b = (|b[14:10]) ? {1'b1, b[9:0]} : {1'b0, b[9:0]};
assign exp_add = exp_a + exp_b;
assign exp_unbias = exp_add - 6'b001111 + normalized;
assign mantissa_mult = mantissa_a * mantissa_b;
assign mantissa_round = (|mantissa_mult[9:0]);
assign normalized = mantissa_mult[21] ? 1'b1 : 1'b0;
assign mantissa_norm = normalized ? mantissa_mult : mantissa_mult << 1;
assign prod_final = mantissa_norm[20:11] + (mantissa_norm[10] & mantissa_round);
assign product = {sign, exp_unbias[4:0], prod_final};
endmodule

===== /design/flow/run.sh =====
#!/bin/bash
# OpenROAD 26Q1-2900-gdf79404cd8, Yosys 0.63+post, stock flow scripts
make -C /OpenROAD-flow-scripts/flow DESIGN_CONFIG=/design/flow/config.mk WORK_HOME=/design/flow/orfs finish

==> impl_metrics.toml <==
# physical design summary
[critical_path]
start_kind = "primary input"
critPathArrivalTime_ps = 13170
critPathRequiredTime_ps = 17120
crit_slowest_cell = "or4_1"
crit_buf_inv = 6
crit_type = "primary input to primary output"
cp_max_fo = 14
critPathTopFamily = "adder cells"
end_kind = "primary output"
slowest_delay_ps = 570
crit_top_cell = "fa_1"

[detailed_routing]
vias_per_cell = 4.69
drc = 0
wire_per_inst_um = 13.1
wl_um = 11400
dr.pass1.iters = 4
antenna_left = 0
vias = 4087
drt_iter0_drc = 180
diodes = 0

[grt]
grt_max_degree = 15
grt_pass1_vias = 4085
antenna_found_initial = 0
grt_pass1_wl_um = 20100
grt.overflow.total = 0
grt_usage_pct = 14.2

[synth]
syn_area_per_cell_um2 = 8.19
ys_cells = 637
yosys.area.top_type = "fa_1"
postSynthSeqShare_pct = 0
syn_area_um2 = 5220
top_cells_by_area = "fa_1, ha_1, inv_1"
ys_types = 66
ys_area_um2 = 5220
synth_cells = 637
ys_warn_count = 1
yosys.area.top_type_share_pct = 31.1

[cells_and_area]
drive_gt1_share_pct = 2.91
flops = 0
syn2layout_area_growth_pct = 11.8
finalCoreUtilization_pct = 34.8
final_cell_area_um2 = 5830
flop_area_um2 = 0
n_clock_buffer = 0

[sta]
finalHoldViolations = 0
drv_slew = 0
fin_crit_ps = 17450
fmax_ghz = 0.0573
post-route-period-util_pct = 81.6
rsz0062_at_grt = "no"
tns_ps = 0
setup_viol = 0
tightestPinTransition_ps = 702
relSlewSlack_pct = 53.1

[cts]
ctsHoldBuffers = 0
post_cts_buffers = 0
postCtsResizedCells = 0

[floorplanning]
ios = 48
rows = 47
initial_core_util_pct = 31.1
dieArea_um2 = 17900
die_width_um = 134
core_um2 = 16800
die_h_um = 134

[placed_design]
place.gp.congestion = 0.851
io_buffer_count = 48
dpl_cell_area_um2 = 5830
post-dp-hpwl_um = 9680

[run_status]
outcome = "finished, final reports clean"

[flow_run]
max_cap_violations = 0
warning_count = 32

[hold_path]
hold_path.class = "primary input to primary output"
## kinds of logic after synthesis
kind of cell / after synthesis / synth area share (%)
AND-OR/OR-AND: 89 / 12.7
XOR/XNOR: 27 / 4.68
adder cells (fa/ha/maj): 150 / 47.6
buffers and inverters: 152 / 11.2
AND/OR/NAND/NOR: 211 / 22.2
multiplexers: 8 / 1.56
## cells in the mapped netlist, drive strengths merged, types with 4 or more instances
library cell,instances
a21o,10
xor2,14
and3,7
fa,81
nor2b,10
nand3,15
nor3b,4
nand2,71
or3,4
a21oi,20
o21ai,21
nand4,7
nor2,7
clkbuf,24
mux2i,7
o21a,4
xnor2,13
nand2b,5
inv,119
a211oi,7
ha,69
buf,9
nor3,8
and2,61
## stage by stage
step | setup slack [ps] | cells | hold slack, ps
6_report | 3950 | 872 | 9490
5_1_grt | 3240 | 872 | 9510
4_1_cts | 3940 | 872 | 9500
3_5_place_dp | 3970 | 872 | 9500
3_3_place_gp | 4150 | 872 | 9490
2_1_floorplan | 5640 | 637 | 8640
## placed cells by master (no fill, tap or decap), types with 10 or more instances in the layout
cell and instances:
a21oi_1 19, nor2b_1 10, and2_1 60, o21ai_0 17, inv_1 119, a21o_1 10, nand3_1 13, clkdlybuf4s50_1 48
nand2_1 70, fa_1 81, xnor2_1 12, xor2_1 14, ha_1 69
## routing by layer
layer	track usage, %	up-vias	routed length, µm
met4	0	0	0
met2	21.0	82	4850
met3	3.47	0	724
met1	22.8	1923	5820
li1	-	2082	-
met5	0	-	0
## final cells by class
cell class / count / area (µm²)
Fill cell: 1735 / 10900
Inverter: 119 / 447
Multi-Input combinational cell: 485 / 4630
Tap cell: 220 / 275
Timing Repair Buffer: 48 / 480
## worst paths after layout
check	start	endpoint	slack [ps]	cells past startpoint
worst min-delay path	weight[15]	product[15]	9490	3
worst max-delay path	multiplicand[12]	product[6]	3950	31
