==> flow/design.v <==
module mux2(a, b, ctrl, out);
parameter DATA_WIDTH = 16;
input [DATA_WIDTH-1:0] a;
input [DATA_WIDTH-1:0] b;
input ctrl;
output [DATA_WIDTH-1:0] out;
assign out = ctrl ? a : b;
endmodule
==> flow/run.sh <==
#!/bin/bash
# OpenROAD 26Q1-2900-gdf79404cd8, Yosys 0.63+post, stock flow scripts
make -C /OpenROAD-flow-scripts/flow DESIGN_CONFIG=/design/flow/config.mk WORK_HOME=/design/flow/orfs finish
==> flow/config.mk <==
export PLATFORM = sky130hd
export DESIGN_NAME = mux2
export DESIGN_NICKNAME = mux2
export VERILOG_FILES = /design/flow/design.v
export SDC_FILE = /design/flow/constraint.sdc
export NUM_CORES = 4
export LEC_CHECK = 1
export CORE_AREA = 10 10 70 70
export DIE_AREA = 0 0 80 80
==> flow/constraint.sdc <==
current_design mux2

set clk_period 1.0
set clk_io_pct 0.2

create_clock -name clk0 -period $clk_period

set non_clock_inputs [all_inputs -no_clocks]
set_input_delay [expr $clk_period * $clk_io_pct] -clock clk0 $non_clock_inputs
set_output_delay [expr $clk_period * $clk_io_pct] -clock clk0 [all_outputs]
==> qor.csv <==
metric,value,unit
status,finished with violations,
violations,negative setup slack,
first_pass_iters,2,
gp_congestion,0.838,
viasPerCell,3.13,
tightestPinTransition,0.0708,ns
seq_area,0,um^2
area_growth,214,%
clockPowerShare,0,%
cts_setup_buffers,0,
irDropWorstVdd,117,uV
slew_headroom,95.3,%
period_used_share,106,%
arrival,0.86,ns
min_from,a[7],
start_kind,primary input,
hpwlAfterDp,1170,um
worstSetupPathType,primary input to primary output,
grtUsageTotal,4.06,%
dp_slack,-0.842,ns
sw_frac_of_total,22.0,%
p_seq_share,0,%
synth.top_cell.area_share,60.3,%
p_leak,0.413,nW
seq_cells,0,
routed_wl,1390,um
fp-row-count,21,
die_area,6400,um^2
setup_ws,-0.0554,ns
ios,49,
combPwrFrac,100.0,%
grt_pass1_wl,2120,um
layout.cells.non_filler,113,
diodes,0,
grt_max_degree,9,
final.min_clock_period,1.06,ns
grt_setup_unrepaired,yes,
hold_class,primary input to primary output,
vias,354,
syn_inst,18,
cp_max_fo,8,
setup_viol,16,
yosysCellCount,18,
mostFrequentLayoutCell,dlygate4sd2_1,
yosysTopAreaCell,mux2_4,
dieHeight,80,um
drv_cap,0,
worst_setup_path_end_kind,primary output,
core-area,3420,um^2
switchingPower,0.0640,mW
antenna_found_initial,0,
die_w,80,um
finalMaxSlewViolations,0,
syn_avg_cell_area,13.8,um^2
layout-drive-gt1-share,52.2,%
power.internal,0.226,mW
seq_area_frac_synth,0,%
warnings,34,
p_per_area,371,nW/um^2
cp-startpoint,ctrl,
lay_top_cells,"dlygate4sd2_1 (32), mux2_4 (16), buf_6 (9)",
placed_cells_incl_taps,112,
finalHoldViolations,0,
initial_core_util,7.29,%
grt_overflow,0,
drc,0,
wire_per_inst,12.3,um
yosysWarnings,0,
port_buffers,49,
utilization,22.9,%
ant_nets,0,
ys_area,249,um^2
grt_pass1_vias,439,
clock.fmax,948,MHz
synth_cell_types,4,
n_clock_buffer,0,
total_power,0.290,mW
drtIter0Drc,1,
fillers,388,
area_leaders,"mux2_4 (60%), mux2_2 (27%), buf_12 (8.0%)",
netlist_area,249,um^2
cp.required,0.80,ns
-- worst max-delay path: stages --
cell and delay [ns]:
buf_12 0.11, buf_12 0.14, mux2_4 0.30, buf_6 0.11
-- what timing repair did --
action,in CTS,in global routing
gates resized,100,5
setup endpoints to repair,16,16
hold buffers,0,0
gates cloned,1,0
-- synth_stat cells --
cell type	n
buf_6	1
buf_12	1
mux2_2	6
mux2_4	10
-- stage by stage --
stage	setup TNS [ns]	instance area, um^2	hold WS (ns)
global route	-1.06	782	0.814
detailed placement	-12.97	786	1.44
global placement	-13.06	786	1.44
floorplan	0	249	0.498
CTS	-0.836	751	0.798
finish	-0.772	782	0.797
-- power by group through the flow --
stage | combinational, mW | sequential [mW] | clock (mW)
5_1_grt | 0.316 | 0 | 0
6_report | 0.290 | 0 | 0
4_1_cts | 0.276 | 0 | 0
-- cell families after synthesis --
| family | Yosys count | synth area share (%) |
|---|---|---|
| buffers and inverters | 2 | 12.6 |
| multiplexers | 16 | 87.4 |
-- worst paths after layout --
kind,end,depth (start not counted)
setup / recovery,out[13],4
hold / removal,out[7],3
-- layer usage --
layer	share of wire (%)	track usage [%]	wire [um]	up-vias
met2	23	4.41	317	49
met3	25	3.52	346	0
met5	0	0	0	-
met1	52	5.93	721	138
met4	0	0	0	0
li1	-	-	-	167
-- cell type report --
| class | instances | area [um^2] | share of cell area, % |
|---|---|---|---|
| Timing Repair Buffer | 51 | 484 | 61.9 |
| Tap cell | 46 | 57.6 | 7.36 |
| Multi-Input combinational cell | 16 | 240 | 30.7 |
Power is estimated from default activity; no workload was simulated.
